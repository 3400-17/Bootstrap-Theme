File: flow/config.mk
export PLATFORM = sky130hd
export DESIGN_NAME = IMAGE_PROCESSOR
export DESIGN_NICKNAME = IMAGE_PROCESSOR
export VERILOG_FILES = /design/flow/design.v
export SDC_FILE = /design/flow/constraint.sdc
export NUM_CORES = 4
export LEC_CHECK = 1
export CORE_UTILIZATION = 30
File: flow/constraint.sdc
current_design IMAGE_PROCESSOR

set clk_period 8.6
set clk_io_pct 0.2

create_clock -name clk0 -period $clk_period [get_ports {CLK}]

set non_clock_inputs [all_inputs -no_clocks]
set_input_delay [expr $clk_period * $clk_io_pct] -clock clk0 $non_clock_inputs
set_output_delay [expr $clk_period * $clk_io_pct] -clock clk0 [all_outputs]
File: flow/design.v
module IMAGE_PROCESSOR (
	PIXEL_IN,
	CLK,
	VGA_PIXEL_X,
	VGA_PIXEL_Y,
	VGA_VSYNC_NEG,
	RESULT
);
input	[7:0]	PIXEL_IN;
input 		CLK;
input [9:0] VGA_PIXEL_X;
input [9:0] VGA_PIXEL_Y;
input			VGA_VSYNC_NEG;
output [5:0] RESULT;
reg [5:0] reg_result;
assign RESULT = reg_result;
reg [15:0] countBLUE; 
reg [15:0] countRED; 
reg [15:0] countNULL; 
reg [2:0] R_THRESHOLD = 3'b100;
reg [2:0] B_THRESHOLD = 3'b100;
reg [15:0] FRAME_THRESHOLD = 16'd15000;
reg [15:0] R_CNT_THRESHOLD = 16'd6000; 
reg [15:0] B_CNT_THRESHOLD = 16'd6000; 	 
reg lastsync = 1'b0; 
reg [7:0] lastY = 8'b0;  
reg [7:0] BLUE_LINE_0 = 8'b0;
reg [7:0] BLUE_LINE_1 = 8'b0;
reg [7:0] BLUE_LINE_2 = 8'b0;
reg [7:0] BLUE_CNT_LINE = 8'b0;
reg [7:0] RED_LINE_0 = 8'b0;
reg [7:0] RED_LINE_1 = 8'b0;
reg [7:0] RED_LINE_2 = 8'b0;
reg [7:0] RED_CNT_LINE = 8'b0;
reg BLUE_T;
reg RED_T;
reg BLUE_D;
reg RED_D;
reg BLUE_S;
reg RED_S;
always @(posedge CLK) begin 
	if(VGA_VSYNC_NEG) begin 
		if(PIXEL_IN[1:0] > 2'b01 && PIXEL_IN[1:0] > (PIXEL_IN[7:5] + 3'b001)  ) begin 	 
			countBLUE = countBLUE + 16'd1; 
			if ( VGA_PIXEL_Y == 6'd42) begin
				BLUE_LINE_0 = BLUE_LINE_0 + 1'b1;
				end
			if ( VGA_PIXEL_Y == 7'd72) begin
				BLUE_LINE_1 = BLUE_LINE_1 + 1'b1;
				end
			if ( VGA_PIXEL_Y == 7'd102) begin
				BLUE_LINE_2 = BLUE_LINE_2 + 1'b1;
				end
			end 
		else begin 
			countNULL = countNULL + 16'd1; 
			end
		if(PIXEL_IN[7:5] > 3'b001 && PIXEL_IN[7:5] > (PIXEL_IN[1:0] + 2'b01) ) begin 
			countRED = countRED + 16'd1; 
			if ( VGA_PIXEL_Y == 6'd42) begin
				RED_LINE_0 = RED_LINE_0 + 1'b1;
				end
			if ( VGA_PIXEL_Y == 7'd72) begin
				RED_LINE_1 = RED_LINE_1 + 1'b1;
				end
			if ( VGA_PIXEL_Y == 7'd102) begin
				RED_LINE_2 = RED_LINE_2 + 1'b1;
				end
			end 
		else begin 
			countNULL = countNULL + 16'd1; 
			end 
		BLUE_D = BLUE_LINE_1 > BLUE_LINE_0 && BLUE_LINE_1 > BLUE_LINE_2;
		RED_D = RED_LINE_1 > RED_LINE_0 && RED_LINE_1 > RED_LINE_2;
		BLUE_T = BLUE_LINE_1 > BLUE_LINE_0 && BLUE_LINE_2 > BLUE_LINE_1;
		RED_T = RED_LINE_1 > RED_LINE_0 && RED_LINE_2 > RED_LINE_1;
		if (BLUE_LINE_0 > 5'd12 && BLUE_LINE_1 > 5'd22 && BLUE_LINE_2 > 5'd22 ) begin
			if (BLUE_D) begin
				reg_result[0] = 1'b1;  
				reg_result[1] = 1'b0; 
				reg_result[2] = 1'b0;
				end
			else if (BLUE_T) begin
				reg_result[0] = 1'b0; 
				reg_result[1] = 1'b0;
				reg_result[2] = 1'b1;  
				end
			else begin
				reg_result[0] = 1'b0; 
				reg_result[1] = 1'b1;  
				reg_result[2] = 1'b0;	
				end
		end
		else if (RED_LINE_0 > 5'd12 && RED_LINE_1 > 5'd22 && RED_LINE_2 > 5'd22 ) begin
			if (RED_D) begin
				reg_result[0] = 1'b1;  
				reg_result[1] = 1'b0; 
				reg_result[2] = 1'b0;
				end
			else if (RED_T) begin
				reg_result[0] = 1'b0; 
				reg_result[1] = 1'b0;
				reg_result[2] = 1'b1;  
				end
			else begin
				reg_result[0] = 1'b0; 
				reg_result[1] = 1'b1;  
				reg_result[2] = 1'b0;
				end
		end
		else 
				reg_result[0] = 1'b0; 
				reg_result[1] = 1'b0;
				reg_result[2] = 1'b0;
		end
	if(VGA_VSYNC_NEG == 1'b0 && lastsync == 1'b1) begin  
		if(countRED > countBLUE+ 16'd4000 && countRED>countNULL && countRED>16'd4000) begin  
			reg_result[3] <= 1'b1;  
			reg_result[4] <= 1'b0;
			reg_result[5] <= 1'b0;
			end 
		else if(countBLUE > countRED-16'd1000  && countBLUE>countNULL-16'd1000) begin 
			reg_result[4] <= 1'b1;  
			reg_result[3] <= 1'b0;
			reg_result[5] <= 1'b0;
			end 
		else if(countNULL > countBLUE +16'd100 && countNULL > countRED + 16'd100) begin 
			reg_result[5] <= 1'b1;  
			reg_result[3] <= 1'b0;
			reg_result[4] <= 1'b0;
			end 
		countBLUE = 16'b0; 
		countRED = 16'b0; 
		countNULL = 16'b0; 
		BLUE_LINE_0 = 8'b0;
		BLUE_LINE_1 = 8'b0;
		BLUE_LINE_2 = 8'b0;
		RED_LINE_0 = 8'b0;
		RED_LINE_1 = 8'b0;
		RED_LINE_2 = 8'b0;
		end 
	lastsync = VGA_VSYNC_NEG; 
	lastY = VGA_PIXEL_Y;
end 
endmodule
File: flow/run.sh
#!/bin/bash
# OpenROAD 26Q1-2900-gdf79404cd8, Yosys 0.63+post, stock flow scripts
make -C /OpenROAD-flow-scripts/flow DESIGN_CONFIG=/design/flow/config.mk WORK_HOME=/design/flow/orfs finish
==> impl_metrics.json <==
{
  "cts-hold-fix-buffers": 0,
  "ys_warn_count": 1,
  "synthDistinctLibCells": 76,
  "drv_cap": 0,
  "internal_power_uw": 890,
  "slowest_stage": "clkdlybuf4s50_1",
  "tightest_slew_ns": 0.798,
  "ys_seq_share_pct": 21.1,
  "status": "finished clean",
  "power.leakage_nw": 4.70,
  "cts_buffer_depth": 2,
  "worstPathMaxFanout": 11,
  "p_sw_uw": 470,
  "syn_avg_cell_area_um2": 7.92,
  "grtUsageTotal_pct": 15.4,
  "num_rows": 65,
  "drv_slew": 0,
  "fp-utilization_pct": 30.7,
  "cts.sink_count": 101,
  "dp.cells": 1671,
  "vias": 8587,
  "slew_headroom_pct": 46.3,
  "cts_resized": 0,
  "ant_nets": 0,
  "fmax_mhz": 130,
  "die_y_um": 182,
  "edf_count": 4,
  "first_pass_iters": 5,
  "post-route-period-util_pct": 89.6,
  "hold_viol_final": 0,
  "final_cells": 1687,
  "port_buffers": 20,
  "power_frac_seq_pct": 37.8,
  "setup-tns-final_ns": 0,
  "synth_cells": 1232,
  "warning_count": 54,
  "p_per_area_nw_per_um2": 125,
  "pwr-share-clk_pct": 33.5,
  "routed_wirelength_mm": 24.9,
  "antenna_found_initial": 0,
  "postCtsSetupBuffers": 0,
  "gp_congestion": 0.920,
  "skew_ns": 0.00820,
  "synth_stat.cells": 1232,
  "irDropWorstVdd_mv": 0.0939,
  "syn-cell-area_um2": 9760,
  "required_ns": 8.64,
  "drive_above_1_share_pct": 4.47,
  "h-tree-depth": 3,
  "drcViolationCount": 0,
  "tritoncts": "built",
  "critical-path-max-stage-delay_ns": 0.54,
  "ys_area_um2": 9760,
  "die_area_um2": 33300,
  "p_sw_share_pct": 34.6,
  "root_buffer": "clkbuf_16",
  "cp-end-kind": "register",
  "worst_skew_pair.late_latency_ns": 0.37,
  "drt_iter0_drc": 538,
  "grt_pass1_wl_mm": 40.8,
  "hpwl_mm": 19.9,
  "first_global_vias": 7954,
  "setup_viol": 0,
  "combPwrFrac_pct": 28.6,
  "wl_per_cell_um": 14.8,
  "detail_route.vias_per_cell": 5.09,
  "crit_path_start_kind": "input pin",
  "num_antenna_cells": 0,
  "post-route-min-period_ns": 7.71,
  "overflow": 0,
  "numCtsBuffers": 9,
  "ys_async_sr_fraction_pct": 0,
  "grt_max_degree": 84,
  "critical_path_class": "in -> reg",
  "pin_count": 36,
  "die_x_um": 182,
  "p_total_mw": 1.36,
  "worstPathArrival_ns": 7.75,
  "clk_pin_slew_ns": 0.08,
  "fp.coreArea_um2": 31800,
  "min_path_type": "reg -> reg",
  "ff_type": "dfxtp_1",
  "rsz0062_at_grt": "false",
  "whs_ns": 0.492,
  "area_growth_pct": 11.1,
  "ys.flops": 101,
  "utilization_pct": 34.1
}
-- flip-flops by register name, summed over array words and instances (netlist names) --
signal       cells
RED_LINE_1       8
countRED        16
lastsync         1
reg_result       4
BLUE_LINE_0      8
BLUE_LINE_1      8
RED_LINE_2       8
BLUE_LINE_2      8
countNULL       16
RED_LINE_0       8
countBLUE       16
-- Yosys cell counts (3+ instances only) --
| cell | n | share of area [%] |
|---|---|---|
| inv_1 | 86 | 3.3 |
| xor2_1 | 46 | 4.1 |
| and3_1 | 20 | 1.3 |
| mux2i_1 | 11 | 1.1 |
| a21o_1 | 39 | 3.0 |
| o21a_1 | 9 | 0.69 |
| o21ai_0 | 49 | 2.5 |
| o2111ai_1 | 3 | 0.27 |
| nor4b_1 | 4 | 0.36 |
| o211ai_1 | 3 | 0.23 |
| ha_1 | 154 | 20 |
| dfxtp_1 | 97 | 20 |
| clkbuf_1 | 29 | 1.1 |
| o31a_1 | 3 | 0.27 |
| nand3b_1 | 3 | 0.23 |
| nor3_1 | 26 | 1.3 |
| nand2_1 | 116 | 4.5 |
| o31ai_1 | 3 | 0.23 |
| nor4_1 | 12 | 0.77 |
| or4_1 | 3 | 0.23 |
| nand4_1 | 51 | 3.3 |
| nand2b_1 | 11 | 0.70 |
| nor2b_1 | 21 | 1.3 |
| buf_2 | 5 | 0.26 |
| xnor2_1 | 101 | 9.1 |
| a21oi_1 | 49 | 2.5 |
| nor2_1 | 109 | 4.2 |
| or3_1 | 7 | 0.45 |
| nand3_1 | 41 | 2.1 |
| and4_1 | 4 | 0.36 |
| a211oi_1 | 9 | 0.69 |
| a31oi_1 | 9 | 0.58 |
| o21ai_1 | 3 | 0.15 |
| edfxtp_1 | 4 | 1.2 |
| a2111oi_2 | 3 | 0.46 |
| o22ai_1 | 35 | 2.2 |
| nand4b_1 | 4 | 0.36 |
-- layer usage --
metal  track usage, %  routed length (um)  vias up
li1                 -                   -     4431
met5                0                   0        -
met3             2.40                1150       33
met1             22.9               12300     3980
met2             23.8               10800      143
met4             3.33                 610        0
-- cell families (layout without fill, tap and decap cells) --
group	count (synthesis)	after routing	share of synthesized area (%)
DFF	101	101	21.1
xor gates and xnor gates	147	147	13.2
and+or+nand+nor	450	450	23.5
buffers and inverters	126	145	5.06
AOI/OAI and AO/OA	240	240	16.0
other	1	2	0.0384
adders and majority gates	155	155	19.8
muxes	12	12	1.24
-- cell type report --
class | count | area [um2]
inverters | 88 | 330
well taps | 435 | 544
clock buffers | 10 | 250
repair buffers | 41 | 358
flip-flops and latches | 101 | 2060
clock inverters | 6 | 81.3
fillers | 3218 | 21000
multi-input cells | 1006 | 7220
-- power groups by stage --
stage | Combinational (mW) | Sequential, mW | Clock, mW
5_1_grt | 0.438 | 0.518 | 0.486
6_report | 0.389 | 0.515 | 0.456
4_1_cts | 0.392 | 0.514 | 0.471
-- worst paths after layout --
kind,cells past startpoint,startpoint,slack [ns],endpoint
min,2,BLUE_LINE_1[7],0.49,BLUE_LINE_1[7]
max reg2reg,20,countNULL[0],2.87,reg_result[5]
min reg2reg,2,BLUE_LINE_1[7],0.49,BLUE_LINE_1[7]
max,25,PIXEL_IN[6],0.89,reg_result[5]
-- layout by cell type (no fill, tap or decap), drive strengths merged, types with 9 or more instances in the layout --
cell type      instances
clkbuf                10
a21oi                 49
nand3                 42
nand4                 52
ha                   154
mux2i                 11
xnor2                101
o21ai                 52
buf                   21
nor3                  28
dfxtp                 97
nand2                116
a21o                  39
o22ai                 35
a31oi                  9
nor4                  13
and3                  20
inv                   91
nor2b                 22
xor2                  46
o21a                   9
nor2                 109
a211oi                10
nand2b                11
clkdlybuf4s50         20
-- through the flow --
stage                     cell area [um2]  setup slack, ns
after floorplan                      9770             1.56
after global placement              10500            0.554
after detailed placement            10500            0.555
after CTS                           10800            0.919
after global routing                10800            0.412
final                               10800            0.895
-- worst max-delay path, delay by kind of cell --
family | cells | cell delay, ns
AND/OR/NAND/NOR | 10 | 2.45
AND-OR/OR-AND | 7 | 1.50
buffers and inverters | 4 | 1.05
adder cells (fa/ha/maj) | 3 | 0.86
XOR/XNOR | 1 | 0.17
No activity file was given, so power comes from the tool's default toggle rates.
